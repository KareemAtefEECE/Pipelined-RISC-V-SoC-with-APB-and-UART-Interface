### ./run.sh
#!/bin/bash
# OpenROAD 26Q1-2900-gdf79404cd8, Yosys 0.63+post, stock flow scripts
make -C /OpenROAD-flow-scripts/flow DESIGN_CONFIG=/design/flow/config.mk WORK_HOME=/design/flow/orfs finish
### ./config.mk
export PLATFORM = sky130hd
export DESIGN_NAME = APB_Master
export DESIGN_NICKNAME = APB_Master
export VERILOG_FILES = /design/flow/design.v
export SDC_FILE = /design/flow/constraint.sdc
export NUM_CORES = 4
export LEC_CHECK = 1
export CORE_AREA = 10 10 122 122
export DIE_AREA = 0 0 132 132
### ./constraint.sdc
current_design APB_Master

set clk_period 2.6
set clk_io_pct 0.2

create_clock -name clk0 -period $clk_period [get_ports {PCLK}]

set non_clock_inputs [all_inputs -no_clocks]
set_input_delay [expr $clk_period * $clk_io_pct] -clock clk0 $non_clock_inputs
set_output_delay [expr $clk_period * $clk_io_pct] -clock clk0 [all_outputs]
### ./design.v
module APB_Master(
	input PCLK,PRESETn,Wr_En,transEn,PREADY,LOAD_READY,store_done,
	input[1:0] Strobe,
	input[31:0] ADDR,Wr_Data,PRDATA,
    output reg[31:0] to_cpu_data,
	output reg[31:0] PADDR,
	output reg PSEL,PENABLE,PWRITE,trans_done,Pstore_done,
	output reg[31:0] PWDATA,
	output reg[1:0] PSTRB
	);
    localparam IDLE = 2'b00,
               SETUP = 2'b01,
               ACCESS = 2'b10;
    reg[1:0] cs,ns;
    always @(posedge PCLK or posedge PRESETn) begin
    	if (PRESETn) begin
      cs<=IDLE;
      trans_done<=0;
      end
    	else cs<=ns;
    end
  always @(*) begin
      case(cs) 
      IDLE: begin
  		PSEL=0;
  		PADDR=0;
  		PENABLE=0;
  		PWRITE=0;
  		PWDATA=0;
  		PSTRB=0;
  		ns=(transEn)?SETUP:IDLE;
      end
      SETUP: begin
      	 PSEL = 1;
      	 PADDR = ADDR;
          PSTRB = Strobe;
      	 if(Wr_En) begin
      		PWRITE = 1;
      		PWDATA = Wr_Data; 
          Pstore_done = store_done; 
        end  
      	ns = ACCESS;
      end
      ACCESS: begin
         PENABLE = 1;
         to_cpu_data = PRDATA;
         trans_done = LOAD_READY;
         ns = (PREADY&(transEn))?SETUP:(~PREADY&(transEn))?ACCESS:IDLE;
      end
      default: ns=IDLE;
      endcase
  end
endmodule
==> results.yml <==
# synthesis and place-and-route metrics
clock_network:
  ctsHoldBuffers: 0
  ctsResizeCount: 0
  cts_setup_buffers: 0
  clockRootBuffer: "clkbuf_16"
  cts_tree: "done"
  path_clk_slew_ns: 0.03
  cts-htree-levels: 1
  numCtsBuffers: 3
  clkLatencyLatePin_ns: 0.22
  cts_buffer_depth: 2
global_routing:
  grt_max_degree: 72
  antenna_found_initial: 0
  grt_first_pass_wirelength_um: 11900
  grt_util_all_layers_pct: 8.50
  grt_pass1_vias: 1970
  grt.overflow.total: 0
final_timing:
  fmax_mhz: 782
  worstMarginPinSlew_ns: 0.856
  unclocked_pins: 102
  clock-skew-final_ns: 0.000360
  fin_setup_tns_ns: 0
  untimed_endpoints: 204
  report.final.setup_viol: 0
  max_slew_margin_pct: 42.9
  hold_viol: 0
  final_max_slew_viol_count: 0
  rsz0062_at_grt: "false"
  fin_crit_ns: 1.28
  finalCritPeriodShare_pct: 49.2
  whs_ns: 0.470
setup_path:
  end_kind: "flop"
  reg2reg_depth: 2
  path_delay_family: "flip-flops"
  r2r_setup_slack_ns: 1.32
  crit_required_ns: 2.74
  cp_max_fo: 36
  cp_num_buf_inv: 0
  slowest_delay_ns: 0.89
  crit_arrival_ns: 1.42
  cp_cell_sequence: "a21oi_1 > nor2b_1"
  start_kind: "flop"
  r2r-end: "cs[2]"
  critPathLaunch: "cs[1]"
  crit_type: "reg -> reg"
  rr_startpoint: "cs[1]"
  cp-endpoint: "cs[2]"
  worst_path_max_delay_cell: "dfrtp_1"
  critical_path_depth: 2
power:
  power_switching_share_pct: 19.3
  power_frac_clock_pct: 24.4
  power.leakage_nw: 1.86
  p_sw_mw: 0.191
  p_per_area_nw_per_um2: 222
  irDropWorstVdd_uv: 429
  p_seq_share_pct: 34.0
  p_int_mw: 0.797
  comb_power_share_pct: 41.5
detailed_routing:
  ant_nets: 0
  num_vias: 1919
  drc: 0
  diodes: 0
  dr.pass1.iters: 2
  routed_via_density: 3.41
  drtIter0Drc: 10
  drt-total-wl_um: 7870
  wl_per_cell_um: 14.0
synth:
  top_cells_by_count: "dlxtn_1, and2_1, dlxtp_1"
  logic_family: "simple AND/OR/NAND/NOR gates"
  flop_cell: "dlxtn_1"
  synth-area-yosys_um2: 2120
  ys_top_cells_by_area: "dlxtn_1, dlxtp_1, and2_1, dfrtp_1, dfstp_2"
  yosysTopAreaCell: "dlxtn_1"
  ys_sh_mux_pct: 0.473
  syn_area_um2: 2120
  ys_sh_adder_pct: 0
  ys_sh_simple_pct: 20.7
  syn_inst: 190
  yosysTopAreaCellShare_pct: 49.6
  yosys_cells: 190
  syn_avg_cell_area_um2: 11.1
  yosysWarnings: 3
  yosysMostFrequentCell: "dlxtn_1"
  ys.flops: 105
  xor_share_pct: 0
  synth_cell_types: 16
  synthArstFlopShare_pct: 2.86
  edf_count: 0
  synthAoiAreaFrac_pct: 0.591
run:
  drv_cap: 0
  tool_warnings: 26
place:
  dp.cells: 558
  gp_congestion: 0.720
  place.port_buffers: 205
  hpwlAfterDp_um: 6820
finish:
  comb_area_um2: 470
  syn_to_final_growth_pct: 110
  fin_util_pct: 36.6
  fill_cells: 1189
  final_cells: 562
  drive_gt1_share_pct: 2.54
  ff_latch_area_um2: 1610
floorplan:
  die_w_um: 132
  die_y_um: 132
  coreArea_um2: 12200
  num_rows: 40
  ioPinCount: 208
  die_area_um2: 17400
  fp_util_pct: 17.4
status:
  outcome: "finished clean"
worst_hold_path:
  hold_class: "in -> async"
## worst min-delay path by stage
stage        from  endpoint  slack (ns)  depth (start not counted)
4_1_cts   PRESETn     cs[1]        0.47                          2
5_1_grt   PRESETn     cs[1]        0.48                          2
6_report  PRESETn     cs[2]        0.47                          2
## cell families after synthesis
| family | after synthesis |
|---|---|
| latches | 102 |
| simple gates | 72 |
| flops | 3 |
| buf+inv | 9 |
| other cells | 1 |
| compound gates | 2 |
| mux | 1 |
## per-stage QoR
stage	setup slack, ns	total power [mW]	area, um^2
after floorplan	1.60	0.395	2120
after global placement	1.31	0.755	4370
after detailed placement	1.26	0.761	4370
after CTS	1.30	1.01	4450
after global routing	1.12	1.05	4450
final	1.32	0.988	4450
## sequential cells by signal, indices dropped and copies added (netlist names)
register / flops
cs: 3
to_cpu_data: 32
PWDATA: 32
Pstore_done: 1
PENABLE: 1
PSEL: 1
PWRITE: 1
PADDR: 32
PSTRB: 2
## cell usage in the layout, fill, tap and decap left out
cell type          n
a21oi_1            1
and2_1            66
buf_4              3
clkbuf_1           1
clkbuf_16          3
clkdlybuf4s50_1  205
conb_1             1
dfrtp_1            1
dfrtp_2            1
dfstp_2            1
dlxtn_1           70
dlxtp_1           32
inv_1              1
mux2i_2            1
nand2_1            2
nor2_1             2
nor2_2             1
nor2b_1            1
o21bai_1           1
## layer usage
layer	GRT usage [%]	vias up	routed length, um
met5	0	-	0
met4	0.247	0	8
met3	3.29	2	736
met2	15.3	104	3980
met1	9.76	840	3140
li1	-	973	-
## power by group through the flow
stage	logic [mW]	clock network, mW	registers [mW]
finish	0.410	0.241	0.336
global route	0.451	0.251	0.347
CTS	0.425	0.244	0.338
## worst register-to-register path, stage by stage (launching register included)
cell and delay [ns]:
dfrtp_1 0.89, a21oi_1 0.17, nor2b_1 0.15
## final cells by class
| type | instances | area share [%] |
|---|---|---|
| sequential | 105 | 36.2 |
| tap | 168 | 4.73 |
| multi-input combinational | 76 | 10.6 |
| timing repair buffer | 208 | 46.7 |
| inverter | 1 | 0.0844 |
| clock buffer | 4 | 1.77 |
Power and IR drop assume default switching activity.
