==> flow/design.v <==
module SYNC_FIFO_RX(wclk,rclk,wrst,rrst,wr_data,rd_data,wr_full,rd_empty,wr_en,rd_en,SLVSTRB,UART_LOAD_READY,PSEL_UART);
input wclk,rclk,wrst,rrst,wr_en,rd_en,PSEL_UART;
input[1:0] SLVSTRB;
input[31:0] wr_data;
output wr_full,rd_empty;
output reg UART_LOAD_READY;
output reg[31:0] rd_data;
reg[3:0] rptr,wptr;
reg[31:0] sync_fifo_rx[7:0];
always @(posedge wclk or posedge wrst) begin
	if (wrst) begin
		wptr<=0;
	end
	else if (~wr_full&wr_en) begin
		sync_fifo_rx[wptr]<=wr_data;
		wptr<=wptr+1;
	end
end
always @(posedge rclk or posedge rrst) begin
        UART_LOAD_READY<=0;
	if (rrst) begin
        rptr<=0;
        UART_LOAD_READY<=0;
	end
	else if(PSEL_UART) begin
	 if (~rd_empty&rd_en) begin
        case(SLVSTRB)
        2'b01: rd_data<={{24{1'b0}},sync_fifo_rx[rptr][7:0]};
        2'b10: rd_data<={{16{1'b0}},sync_fifo_rx[rptr][15:0]};
		default: rd_data<=sync_fifo_rx[rptr];
		endcase
		rptr<=rptr+1;
		UART_LOAD_READY<=1;
	end
	end
end
assign rd_empty = (wptr==rptr)?1:0;
assign wr_full = ({~wptr[3],wptr[2:0]}===rptr)?1:0;
endmodule
module SYNC_FIFO_TX(wclk,rclk,wrst,rrst,SLVDATA,SLVADDR,TX_IN_DATA,wr_full,rd_empty,SLVWRITE,SLVSTRB,tx_busy,start_tx,UART_READY,PSEL_UART,SLVstore_done,store_finished);
input wclk,rclk,wrst,rrst,SLVWRITE,PSEL_UART,tx_busy,SLVstore_done;
input[1:0] SLVSTRB;
input[31:0] SLVDATA,SLVADDR;
output wr_full,rd_empty,store_finished;
output reg UART_READY,start_tx;
output reg[31:0] TX_IN_DATA;
reg[3:0] rptr,wptr;
reg[31:0] sync_fifo_tx[7:0];
always @(posedge wclk or posedge wrst) begin
    UART_READY<=0;
    start_tx<=1;
	if (wrst) begin
		wptr<=0;
		UART_READY<=0;
		start_tx<=1;
	end
	else if (~wr_full&SLVWRITE&PSEL_UART&(SLVADDR[3:0]==4)) begin
	    case(SLVSTRB)
	    2'b01: sync_fifo_tx[wptr]<={{24{1'b0}},SLVDATA[7:0]};
	    2'b10: sync_fifo_tx[wptr]<={{16{1'b0}},SLVDATA[15:0]};
		default: sync_fifo_tx[wptr]<=SLVDATA;
		endcase
		wptr<=wptr+1;
		UART_READY<=1;
	end
end
always @(posedge rclk or posedge rrst) begin
       start_tx<=1;
	if (rrst) begin
        rptr<=0;
        start_tx<=1;
	end
	else if (~tx_busy&~rd_empty) begin
           TX_IN_DATA<=sync_fifo_tx[rptr];
		   rptr<=rptr+1;
		   start_tx<=0;
	end
	end
assign rd_empty = (wptr==rptr)?1:0;
assign wr_full = ({~wptr[3],wptr[2:0]}===rptr)?1:0;
assign store_finished = SLVstore_done?1:0;
endmodule
module UART #(
    parameter WIDTH = 32    
)(
    input[WIDTH-1:0] PADDR,PWDATA,
    input[1:0] PSTRB,
    input PSEL_UART,PWRITE,Rd_en,RX_IN,Pstore_done,          
    input  clk,                  
    input  rst,                 
    output [WIDTH-1:0] PRDATA,  
    output rd_empty_rx,
    output  UART_READY,store_finished,
    output UART_LOAD_READY,
    output TX_OUT,
    output[31:0] UART_Regs_out      
);
    wire tx_busy,data_valid,start_tx,rd_empty_tx;         
    wire wr_full_tx,wr_full_rx;   
    wire [WIDTH-1:0] P_DATA_RX,TX_IN_DATA;   
    reg wr_en_reg_rx,wr_en_reg_tx;    
    reg rd_en_reg;                 
    reg data_valid_d,pwrite_d,pwrite_d2; 
    reg Rd_en_prev;             
   always @(posedge clk or posedge rst) begin
    if (rst) begin
        pwrite_d <= 1'b0;
        wr_en_reg_tx <= 1'b0;
        pwrite_d2 <= 1'b0;
    end else begin
        pwrite_d <= PWRITE;   
        pwrite_d2 <= pwrite_d;
        if (pwrite_d && !pwrite_d2)
            wr_en_reg_tx <= 1'b1;
        else
            wr_en_reg_tx <= 1'b0;   
    end
end
   SYNC_FIFO_TX fifo_tx (
        .wclk(clk),
        .rclk(clk),
        .wrst(rst),
        .rrst(rst),
        .SLVDATA(PWDATA),
        .SLVADDR(PADDR),
        .TX_IN_DATA(TX_IN_DATA),   
        .wr_full(wr_full_tx),  
        .rd_empty(rd_empty_tx),  
        .SLVWRITE(wr_en_reg_tx^pwrite_d),
        .SLVSTRB(PSTRB),
        .tx_busy(tx_busy),
        .start_tx(start_tx),
        .UART_READY(UART_READY),
        .PSEL_UART(PSEL_UART),
        .SLVstore_done(Pstore_done),
        .store_finished(store_finished)
    );
    UART_TX #(.WIDTH(WIDTH)) tx (
        .P_DATA(TX_IN_DATA),         
        .start_bit(start_tx),        
        .clk(clk),                   
        .rst(rst),                   
        .tx_out(TX_OUT),            
        .busy(tx_busy)               
    );
    SYNC_FIFO_RX fifo_rx (
        .wclk(clk),
        .rclk(clk),
        .wrst(rst),
        .rrst(rst),
        .wr_data(P_DATA_RX),   
        .rd_data(PRDATA),     
        .wr_full(wr_full_rx),     
        .rd_empty(rd_empty_rx),   
        .wr_en(wr_en_reg_rx),     
        .rd_en(Rd_en),         
        .SLVSTRB(PSTRB),
        .UART_LOAD_READY(UART_LOAD_READY),
        .PSEL_UART(PSEL_UART)
    );
    UART_RX #(.WIDTH(WIDTH)) rx (
        .RX_IN(TX_OUT),               
        .clk(clk),                   
        .rst(rst),
        .data_valid(data_valid),     
        .P_DATA(P_DATA_RX)          
    );
    always @(posedge clk or posedge rst) begin
        if (rst) begin 
            wr_en_reg_rx <= 0;
            data_valid_d <= 0;
        end else begin
            data_valid_d <= data_valid;   
            if (data_valid && ~data_valid_d && ~wr_full_rx) begin
                wr_en_reg_rx <= 1;   
            end else begin
                wr_en_reg_rx <= 0;   
            end
        end
    end
     UART_Regs reg_file(
         .clk(clk),
         .rst(rst),
         .PADDR(PADDR[3:0]),
         .UART_READY(UART_READY),
         .UART_LOAD_READY(UART_LOAD_READY),
         .store_finished(store_finished),
         .rd_empty_tx(rd_empty_tx),
         .tx_busy(tx_busy),
         .data_valid(data_valid),
         .start_tx(start_tx),
         .rd_empty_rx(rd_empty_rx),
         .wr_full_tx(wr_full_tx),
         .wr_full_rx(wr_full_rx),
         .wr_en_tx(wr_en_reg_tx),
         .wr_en_rx(wr_en_reg_rx),
         .OUT_REG(UART_Regs_out)
        );
endmodule
module UART_RX #(
    parameter WIDTH = 32    
)(
    input RX_IN,            
    input clk,              
    input rst,              
    output reg [WIDTH-1:0] P_DATA,   
    output reg data_valid   
);
    reg [5:0] bit_counter;      
    reg [WIDTH-1:0] shift_reg;  
    reg receiving;              
    always @(posedge clk or posedge rst) begin
        if (rst) begin
            bit_counter <= 0;
            shift_reg <= 0;
            receiving <= 0;
            P_DATA <= 0;
            data_valid <= 0;    
        end else begin
            if (!receiving && RX_IN == 0) begin
                receiving <= 1;
                bit_counter <= 0;
                data_valid <= 0;    
            end else if (receiving) begin
                shift_reg <= {RX_IN, shift_reg[WIDTH-1:1]};
                bit_counter <= bit_counter + 1;
                if (bit_counter == WIDTH) begin
                    P_DATA <= shift_reg;
                    receiving <= 0;   
                    data_valid <= 1;  
                end
            end else begin
                data_valid <= 0;
            end
        end
    end
endmodule
module UART_Regs(
    input clk,rst,
    input[3:0] PADDR,
    input UART_READY,UART_LOAD_READY,store_finished,rd_empty_tx,tx_busy,data_valid,start_tx,rd_empty_rx,wr_full_tx,wr_full_rx,
    input wr_en_tx,wr_en_rx,rd_en_rx,
    output[31:0] OUT_REG
	);
    reg[1:0] uart_regs[31:0];
  always @(posedge clk or posedge rst) begin
  	if (rst) begin
         uart_regs[0]<=0;
         uart_regs[1]<=0;  		
  	end
  	else begin
  		uart_regs[0]<={UART_READY,UART_LOAD_READY,store_finished,rd_empty_tx,tx_busy,data_valid,start_tx,rd_empty_rx,wr_full_tx,wr_full_rx,
  			wr_en_tx,wr_en_rx,rd_en_rx};
  	end
  end
  assign OUT_REG =(PADDR==8)?uart_regs[0]:(PADDR==12)?uart_regs[1]:0;
  endmodule 
module UART_TX #(
    parameter WIDTH = 32   
)(
    input  [WIDTH-1:0] P_DATA,  
    input  start_bit,            
    input  clk,                  
    input  rst,                  
    output reg tx_out,          
    output reg busy              
);
    reg [WIDTH-1:0] shift_reg;    
    reg [5:0] bit_counter;        
    reg transmitting;             
    always @(posedge clk or posedge rst) begin
        if (rst) begin
            tx_out <= 1'b1;           
            busy <= 1'b0;             
            bit_counter <= 0;         
            transmitting <= 1'b0;     
        end
        else if (!start_bit && !busy) begin
            tx_out <= 1'b0;           
            shift_reg <= P_DATA;       
            busy <= 1'b1;             
            transmitting <= 1'b1;     
            bit_counter <= 0;         
        end
        else if (transmitting) begin
            if (bit_counter < WIDTH) begin
                tx_out <= shift_reg[0];    
                shift_reg <= shift_reg >> 1;  
                bit_counter <= bit_counter + 1;
            end
            else if (bit_counter == WIDTH) begin
                tx_out <= 1'b1;        
                bit_counter <= bit_counter + 1;
            end
            else if (bit_counter > WIDTH) begin
                busy <= 1'b0;          
                transmitting <= 1'b0;  
            end
        end
    end
endmodule
==> flow/run.sh <==
#!/bin/bash
# OpenROAD 26Q1-2900-gdf79404cd8, Yosys 0.63+post, stock flow scripts
make -C /OpenROAD-flow-scripts/flow DESIGN_CONFIG=/design/flow/config.mk WORK_HOME=/design/flow/orfs finish
==> flow/config.mk <==
export PLATFORM = sky130hd
export DESIGN_NAME = UART
export DESIGN_NICKNAME = UART
export VERILOG_FILES = /design/flow/design.v
export SDC_FILE = /design/flow/constraint.sdc
export NUM_CORES = 4
export LEC_CHECK = 1
export CORE_UTILIZATION = 30
==> flow/constraint.sdc <==
current_design UART

set clk_period 7.6
set clk_io_pct 0.2

create_clock -name clk0 -period $clk_period [get_ports {clk}]

set non_clock_inputs [all_inputs -no_clocks]
set_input_delay [expr $clk_period * $clk_io_pct] -clock clk0 $non_clock_inputs
set_output_delay [expr $clk_period * $clk_io_pct] -clock clk0 [all_outputs]
==> impl_metrics.prom <==
# HELP chip_impl_metric Implementation results
# TYPE chip_impl_metric gauge
chip_impl_metric{name="clock_insertion_delay_worst_skew",unit="ns"} 0.53
chip_impl_metric{name="power_per_cell_area",unit="nW/um^2"} 292.8
chip_impl_metric{name="detail_route.antenna_diodes",unit=""} 0
chip_impl_metric{name="max_vdd_drop",unit="V"} 0.0001641
chip_impl_metric{name="timing.reg2reg.setup_slack",unit="ns"} 4.49
chip_impl_metric{name="initial_core_util",unit=""} 0.3040
chip_impl_info{name="crit_start",value="PADDR[3]"} 1
chip_impl_metric{name="antenna_found_initial",unit=""} 0
chip_impl_metric{name="cts.clk_slew.worst_paths",unit="ns"} 0.06
chip_impl_metric{name="synth_stat.cells",unit=""} 895
chip_impl_info{name="synth_top_flop_cell",value="edfxtp_1"} 1
chip_impl_metric{name="max-slew-margin-rel",unit=""} 0.4735
chip_impl_metric{name="maxSlewViolCount",unit=""} 0
chip_impl_metric{name="synthesized_instance_count",unit=""} 895
chip_impl_info{name="crit_chain",value="clkdlybuf4s50_1, nand2_1, nor4_1, clkdlybuf4s50_1"} 1
chip_impl_metric{name="synth_sequential_area_ratio",unit=""} 0.7378
chip_impl_info{name="registers.top_by_ff_count",value="fifo_rx.sync_fifo_rx"} 1
chip_impl_info{name="worstSetupEndpointType",value="output pin"} 1
chip_impl_metric{name="numPortBuffers",unit=""} 47
chip_impl_info{name="rsz_0062_raised_after_global_routing",value="false"} 1
chip_impl_metric{name="final.setup_skew",unit="ns"} 0.01787
chip_impl_metric{name="worstMarginPinSlew",unit="ns"} 0.7879
chip_impl_metric{name="timing.final.crit_share",unit=""} 0.5600
chip_impl_metric{name="drv_cap",unit=""} 0
chip_impl_metric{name="synth.distinct_cells",unit=""} 56
chip_impl_metric{name="largest_reg_flops",unit=""} 256
chip_impl_info{name="yosysTopAreaCell",value="edfxtp_1"} 1
chip_impl_info{name="cts_tree",value="done"} 1
chip_impl_metric{name="grt.total_usage",unit=""} 0.1306
chip_impl_metric{name="detailed_route_iter0_violations",unit=""} 442
chip_impl_metric{name="yosys.stat.chipArea",unit="sq um"} 15250
chip_impl_info{name="run_status",value="finished clean"} 1
chip_impl_info{name="topCellsByArea",value="edfxtp_1 57%, dfrtp_1 17%, mux2_2 4.1%"} 1
chip_impl_metric{name="global_route.usage.met1",unit=""} 0.1719
chip_impl_info{name="hold_path_end",value="wr_en_reg_tx"} 1
chip_impl_metric{name="drt.antenna.violating_nets",unit=""} 0
chip_impl_metric{name="synth.top_cell.area_share",unit=""} 0.5671
chip_impl_metric{name="grt.overflow.total",unit=""} 0
chip_impl_info{name="timing.critical_path.slowest_stage_cell",value="clkdlybuf4s50_1"} 1
chip_impl_metric{name="gp_congestion",unit=""} 0.7530
chip_impl_metric{name="ys_ff",unit=""} 392
chip_impl_metric{name="required",unit="ns"} 6.08
chip_impl_metric{name="detail_route.first_pass.iterations",unit=""} 6
chip_impl_metric{name="largest_fanout_of_any_net_on_the_critical_path",unit=""} 2
chip_impl_metric{name="placeableCoreArea",unit="sq um"} 50170
chip_impl_metric{name="worst_ep_arrival",unit="ns"} 2.74
chip_impl_info{name="crit_path_start_kind",value="input pin"} 1
chip_impl_metric{name="edf_count",unit=""} 288
chip_impl_metric{name="chip_area",unit="sq um"} 51740
chip_impl_metric{name="drive_gt1_frac",unit=""} 0.1793
chip_impl_metric{name="horizontal_die_dimension",unit="microns"} 227.5
chip_impl_metric{name="met2_usage",unit=""} 0.2040
chip_impl_info{name="hold_class",value="flip-flop to flip-flop"} 1
chip_impl_info{name="grt-busiest-layer",value="met2"} 1
chip_impl_info{name="r2r_end",value="fifo_rx.rd_data[31]"} 1
chip_impl_metric{name="cts.repair_timing.setup_buffer_count",unit=""} 0
chip_impl_metric{name="fraction_of_registers_with_async_set_reset",unit=""} 0.2653
chip_impl_metric{name="synthesis.yosys.warnings",unit=""} 12
chip_impl_metric{name="numCtsBuffers",unit=""} 41
chip_impl_metric{name="area_added_between_synthesis_and_finish",unit="%"} 16.05
chip_impl_metric{name="reg2regPathDepth",unit=""} 6
chip_impl_metric{name="clock_sink_count",unit=""} 392
chip_impl_info{name="timing.hold.worst.start",value="pwrite_d2"} 1
chip_impl_info{name="worst_path_most_repeated_cell",value="clkdlybuf4s50_1"} 1
chip_impl_metric{name="viasPerCell",unit=""} 4.739
chip_impl_metric{name="detailedPlacementHpwl",unit="microns"} 16130
chip_impl_metric{name="timing.hold.worst_path_depth",unit=""} 1
chip_impl_info{name="cts_root_buffer",value="clkbuf_16"} 1
chip_impl_metric{name="finalSetupViolCount",unit=""} 0
chip_impl_metric{name="num_io_pins",unit=""} 142
chip_impl_metric{name="cp_slowest_stage_delay",unit="ns"} 0.51
chip_impl_metric{name="post-route-drc-count",unit=""} 0
chip_impl_metric{name="fmax",unit="MHz"} 235.0
chip_impl_metric{name="cellLeakagePower",unit="uW"} 0.007104
chip_impl_info{name="worst-setup-path-type",value="input pin to output pin"} 1
chip_impl_info{name="r2r_start",value="fifo_rx.rptr[2]"} 1
chip_impl_metric{name="wl_per_cell",unit="microns"} 18.68
chip_impl_metric{name="wl",unit="microns"} 30990
chip_impl_metric{name="fp-row-count",unit=""} 82
chip_impl_metric{name="syn_avg_cell_area",unit="sq um"} 17.04
chip_impl_metric{name="ctsResizeCount",unit=""} 0
chip_impl_metric{name="largest_net_degree_at_the_start_of_global_routing",unit=""} 58
chip_impl_metric{name="final_hold_viol_count",unit=""} 0
chip_impl_metric{name="die_y",unit="microns"} 227.5
chip_impl_metric{name="htreeDepth",unit=""} 2
chip_impl_metric{name="fillerInstances",unit=""} 4625
chip_impl_metric{name="hold_ws",unit="ns"} 0.3936
chip_impl_metric{name="post-route-min-period",unit="ns"} 4.256
chip_impl_metric{name="ctsLongestPathBuffers",unit=""} 3
chip_impl_metric{name="groute.layer.met3.usage",unit=""} 0.06430
chip_impl_metric{name="cts-hold-fix-buffers",unit=""} 0
chip_impl_metric{name="via_count",unit=""} 7862
chip_impl_metric{name="warnings",unit=""} 96
chip_impl_metric{name="timing.setup.tns",unit="ns"} 0
chip_impl_metric{name="synth.cell_area",unit="sq um"} 15250
chip_impl_metric{name="wire_length_of_the_first_global_routing_pass",unit="microns"} 47940
chip_impl_metric{name="grt_pass1_vias",unit=""} 8115
==> logic make-up (layout without fill, tap and decap cells) <==
family                     Yosys count  count (layout)  synth area share
DFF                                392             392            0.7378
AOI/OAI and AO/OA                  195             195           0.09993
buffers and inverters               99             161           0.03470
muxes                               85              85           0.06957
and+or+nand+nor                     80              80           0.02839
xor gates and xnor gates            24              24           0.01378
adders and majority gates           19              19           0.01559
other                                1              31         0.0002459
==> critical path: cells and delay by family <==
kind / cells / cell delay [ns]
buffers and inverters: 2 / 0.99
AND/OR/NAND/NOR: 2 / 0.23
==> how the worst max path moves through the flow <==
| stage | end | slack [ns] | depth (start not counted) |
|---|---|---|---|
| finish | UART_Regs_out[1] | 3.34 | 4 |
| CTS | UART_Regs_out[1] | 3.33 | 4 |
| global route | UART_Regs_out[1] | 3.27 | 4 |
==> cell usage after synthesis, drive strengths merged, types with 2 or more instances <==
| cell type | count |
|---|---|
| a211oi | 16 |
| a21o | 11 |
| a21oi | 17 |
| a221o | 2 |
| a221oi | 32 |
| a222oi | 30 |
| a22oi | 14 |
| and2 | 6 |
| and3 | 6 |
| buf | 52 |
| clkbuf | 30 |
| dfrtp | 103 |
| edfxtp | 288 |
| ha | 19 |
| inv | 17 |
| mux2 | 84 |
| nand2 | 22 |
| nand2b | 15 |
| nand3 | 4 |
| nand4 | 5 |
| nand4b | 2 |
| nor2 | 7 |
| nor2b | 3 |
| nor3 | 4 |
| nor3b | 2 |
| o211a | 8 |
| o21a | 6 |
| o21ai | 37 |
| o221a | 4 |
| o22a | 2 |
| o22ai | 5 |
| xnor2 | 17 |
| xor2 | 7 |
==> where the power goes <==
group          switching [uW]  leakage, uW  internal (uW)
logic                     567      0.00186            285
registers                70.8      0.00461           2340
clock network             781     0.000636           1140
total                    1420      0.00710           3760
==> per-layer routing <==
metal,vias to the layer above,part of all wire
met4,0,0.018
met5,-,0
met2,303,0.48
met1,3908,0.40
met3,47,0.095
li1,3604,-
==> final cells by class <==
cell class	count	area, sq um	share of cell area
clock buffers	63	1212	0.06850
clock inverters	11	88.84	0.005019
inverters	17	66.31	0.003747
multi-input cells	434	3593	0.2030
flip-flops and latches	392	11250	0.6358
well taps	672	840.8	0.04751
repair buffers	70	643.1	0.03634
==> per-stage QoR <==
step	cell area (sq um)	worst slack [ns]	instances	util	power [uW]
6_report	17700	3.344	1659	0.3528	5182
5_1_grt	17700	3.271	1659	0.3528	5418
4_1_cts	17700	3.326	1659	0.3528	5245
3_5_place_dp	16400	3.325	1585	0.3268	3325
3_3_place_gp	16400	3.309	1585	0.3268	3309
2_1_floorplan	15360	3.339	925	-	2998
==> placed cells by master (no fill, tap or decap), types with 3 or more instances in the layout <==
cell             count
edfxtp_1           288
dfrtp_1            102
mux2_2              56
clkdlybuf4s50_1     47
clkbuf_16           44
o21ai_0             37
a221oi_1            32
conb_1              31
a222oi_1            30
mux2_4              28
buf_4               23
nand2_1             22
a21oi_1             17
xnor2_1             17
ha_1                17
inv_1               16
nand2b_1            15
a211oi_1            15
clkbuf_1            15
a22oi_1             14
a21o_1              11
o211a_1              8
nor2_1               7
xor2_1               7
and3_1               6
o21a_1               6
and2_1               6
nand4_1              5
o22ai_1              5
nand3_1              4
o221a_2              4
clkinv_1             4
clkbuf_8             4
nor2b_1              3
nor3_1               3
clkinv_2             3
Power is estimated from default activity; no workload was simulated.
